File: design.v
`timescale 1ns / 1ps
module ImmGen(
              InstCode,
              ImmOut
             );
    input       [31:0]  InstCode;
    output reg  [31:0]  ImmOut;
    always @(InstCode)
        begin
            case(InstCode[6:0])
                7'b0000011:
                    ImmOut = {InstCode[31]? {20{1'b1}}:20'b0    ,   InstCode[31:20]};
                7'b0010011:
                    ImmOut = {InstCode[31]? {20{1'b1}}:20'b0    ,   InstCode[31:20]};
                7'b0100011:
                    ImmOut = {InstCode[31]? {20{1'b1}}:20'b0    ,   InstCode[31:25], InstCode[11:7]};
                7'b0010111:
                    ImmOut = {InstCode[31:12], 12'b0};
                default
                    ImmOut = {32'b0};
            endcase
        end
endmodule
File: constraint.sdc
current_design ImmGen

set clk_period 7.0
set clk_io_pct 0.2

create_clock -name clk0 -period $clk_period

set non_clock_inputs [all_inputs -no_clocks]
set_input_delay [expr $clk_period * $clk_io_pct] -clock clk0 $non_clock_inputs
set_output_delay [expr $clk_period * $clk_io_pct] -clock clk0 [all_outputs]
File: run.sh
#!/bin/bash
# OpenROAD 26Q1-2900-gdf79404cd8, Yosys 0.63+post, stock flow scripts
make -C /OpenROAD-flow-scripts/flow DESIGN_CONFIG=/design/flow/config.mk WORK_HOME=/design/flow/orfs finish
File: config.mk
export PLATFORM = sky130hd
export DESIGN_NAME = ImmGen
export DESIGN_NICKNAME = ImmGen
export VERILOG_FILES = /design/flow/design.v
export SDC_FILE = /design/flow/constraint.sdc
export NUM_CORES = 4
export LEC_CHECK = 1
export CORE_AREA = 10 10 70 70
export DIE_AREA = 0 0 80 80
==> impl_metrics.toml <==
# physical design summary
[power_and_ir_drop]
pwr_density_cell_nw_per_um2 = 31.4
ir_drop_mv = 0.0149
power_frac_seq_pct = 0
switching_share_pct = 34.7
switchingPower_mw = 0.0122
finalPower_mw = 0.0352
p_leak_nw = 0.349
p_int_mw = 0.0230
combPwrFrac_pct = 100.0
p_clk_share_pct = 0

[cells_and_area]
final_common_cell = "clkdlybuf4s50_1"
layoutNonFillerInstCount = 180
num-clock-buffers = 0
fin_util_pct = 32.8
lay_top_cells = "clkdlybuf4s50_1, nand2_1, a21oi_1, a21oi_2, and2_1"
num-fill-cells = 372
flop_area_um2 = 0
ff_count = 0
syn_to_final_growth_pct = 151
drive_gt1_share_pct = 10.4
mi_logic_area_um2 = 415

[placement]
dpl.hpwl_um = 1970
port_buffers = 64
dp.cells = 180
gp_congestion = 0.792

[floorplan]
core_area_um2 = 3420
chipArea_um2 = 6400
fp_util_pct = 13.1
pin_count = 64
fp.dieW_um = 80
dieHeight_um = 80
rows = 21

[global_routing]
grt_pass1_wl_um = 3680
grt_overflow_total = 0
grt_use_total_pct = 6.88
antenna_found_initial = 0
grt_pass1_vias = 735
grt_max_degree = 23

[setup_path]
crit_arrival_ns = 3.49
startpoint = "InstCode[5]"
crit_type = "primary input to primary output"
critical_path_required_ns = 5.60
crit_path_end_kind = "primary output"
path_max_fanout = 20
worst_setup_path_start_kind = "primary input"

[clock_tree]
cts-hold-fix-buffers = 0
post_cts_resized = 0
postCtsSetupBuffers = 0

[timing]
slew_violations = 0
fin_crit_sh_pct = 69.9
maxSlewHeadroom_pct = 55.4
rsz0062_at_grt = "no"
tightest_slew_ns = 0.668
setup_tns_ns = 0
finalSetupViolations = 0
hold_viol = 0
post-route-min-period_ns = 4.89
maxClockFrequency_ghz = 0.204

[detailed_routing]
drtIter0Drc = 18
drtAntennaViolNets = 0
antenna_cells = 0
wirelength_um = 2370
drcViolationCount = 0
viasPerCell = 3.91
dr.pass1.iters = 4
wl_per_cell_um = 13.2
vias = 703

[synth]
yosysWarnings = 1
yosysUniqueCellTypes = 17
mux_area_share_pct = 0
syn-cell-area_um2 = 447
synth.comb.largest_family = "simple AND/OR/NAND/NOR gates"
ys_area_um2 = 447
ys_cells = 74
synth.avg_cell_area_um2 = 6.04
xor_share_pct = 0
ys_sh_simple_pct = 53.2
syn_inst = 74
aoi_share_pct = 39.8
ys_seq_share_pct = 0
ys_sh_adder_pct = 0

[run]
openroad.warnings = 32
drv_cap = 0

[outcome]
status = "complete, no violations"

[min_path]
hold_path_class = "primary input to primary output"
min_from = "InstCode[18]"
-- area by class of cell --
| type | count | area share, % |
|---|---|---|
| Multi-Input combinational cell | 69 | 37.1 |
| Tap cell | 46 | 5.13 |
| Timing Repair Buffer | 65 | 57.8 |
-- per-layer routing --
metal | routed length (um) | up-vias | GRT usage (%) | share of wire (%)
met3 | 491 | 0 | 4.66 | 21
met2 | 843 | 49 | 9.31 | 36
met5 | 0 | - | 0 | 0
li1 | - | 369 | - | -
met1 | 1040 | 285 | 9.29 | 44
met4 | 0 | 0 | 0 | 0
-- worst max-delay path, cell delays in order --
cell and delay (ns):
clkdlybuf4s50_1 0.54, and4bb_1 0.76, nand2_1 0.15, a21oi_2 0.16, clkdlybuf4s50_1 0.48
-- worst paths after layout --
path	to	slack, ns	cells after the start
setup / recovery	ImmOut[22]	2.11	5
hold / removal	ImmOut[18]	3.71	4
-- cells in the mapped netlist --
master / count / share of area (%)
and4bb_1: 1 / 2.8
nor2b_1: 2 / 2.8
and2b_1: 5 / 8.4
a21oi_1: 14 / 16
nand3b_1: 1 / 1.7
a211oi_4: 1 / 4.5
nor2_1: 6 / 5.0
a21oi_2: 10 / 20
and2_1: 7 / 9.8
nor3b_2: 1 / 2.8
buf_2: 1 / 1.1
or3_1: 1 / 1.4
clkbuf_1: 2 / 1.7
nand2_4: 1 / 2.5
buf_6: 1 / 2.5
nand2_1: 19 / 16
buf_4: 1 / 1.7
-- power groups by stage --
stage	logic (mW)	registers, mW	clock network, mW
4_1_cts	0.0358	0	0
5_1_grt	0.0384	0	0
6_report	0.0352	0	0
-- metrics by stage --
stage	worst slack (ns)	hold slack (ns)	area (um^2)
after floorplan	3.57	2.87	447
final	2.11	3.71	1120
after detailed placement	2.05	3.72	1120
after CTS	2.05	3.73	1120
after global routing	1.88	3.75	1120
after global placement	2.08	3.73	1120
-- kinds of logic (layout without fill, tap and decap cells) --
kind of cell	Yosys count	count (layout)
and+or+nand+nor	44	44
AOI/OAI and AO/OA	25	25
buffers and inverters	5	65
No activity file was given, so power comes from the tool's default toggle rates.
