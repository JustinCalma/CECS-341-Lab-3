==> config.mk <==
export PLATFORM = sky130hd
export DESIGN_NAME = InstMem
export DESIGN_NICKNAME = InstMem
export VERILOG_FILES = /design/flow/design.v
export SDC_FILE = /design/flow/constraint.sdc
export NUM_CORES = 4
export LEC_CHECK = 1
export CORE_AREA = 10 10 70 70
export DIE_AREA = 0 0 80 80
==> constraint.sdc <==
current_design InstMem

set clk_period 1.4
set clk_io_pct 0.2

create_clock -name clk0 -period $clk_period

set non_clock_inputs [all_inputs -no_clocks]
set_input_delay [expr $clk_period * $clk_io_pct] -clock clk0 $non_clock_inputs
set_output_delay [expr $clk_period * $clk_io_pct] -clock clk0 [all_outputs]
==> design.v <==
`timescale 1ns / 1ps
module InstMem(input [7:0] addr, output wire [31:0] instruction);
    reg [31:0] memory [63:0];
    initial begin  
        memory[0]   =   32'h00007033;        
        memory[1]   =   32'h00100093;        
        memory[2]   =   32'h00200113;        
        memory[3]   =   32'h00308193;        
        memory[4]   =   32'h00408213;        
        memory[5]   =   32'h00510293;        
        memory[6]   =   32'h00610313;        
        memory[7]   =   32'h00718393;        
        memory[8]   =   32'h00208433;        
        memory[9]   =   32'h404404b3;        
        memory[10]  =   32'h00317533;        
        memory[11]  =   32'h0041e5b3;        
        memory[12]  =   32'h0041a633;        
        memory[13]  =   32'h007346b3;        
        memory[14]  =   32'h4d34f713;        
        memory[15]  =   32'h8d35e793;        
        memory[16]  =   32'h4d26a813;        
        memory[17]  =   32'h4d244893;        
        memory[18]  =   32'h02b02823;        
        memory[19]  =   32'h03002603;        
    end  
    assign instruction = memory[addr[7:2]];
endmodule  
==> run.sh <==
#!/bin/bash
# OpenROAD 26Q1-2900-gdf79404cd8, Yosys 0.63+post, stock flow scripts
make -C /OpenROAD-flow-scripts/flow DESIGN_CONFIG=/design/flow/config.mk WORK_HOME=/design/flow/orfs finish
==> impl_results.html <==
<p>Metrics extracted from the flow reports.</p>
<table>
<tr><th>Metric</th><th>Value</th></tr>
<tr><th colspan="2">Final layout</th></tr>
<tr><td>Area taken by flip-flops and latches</td><td>0 um2</td></tr>
<tr><td>Final-layout fill cell count</td><td>320</td></tr>
<tr><td>Most common cell after layout, fill and taps aside</td><td>sky130_fd_sc_hd__buf_6</td></tr>
<tr><td>Post-layout instance area</td><td>0.00139 mm2</td></tr>
<tr><td>Final cell count without fillers</td><td>195</td></tr>
<tr><td>Most frequent cells in the layout</td><td>sky130_fd_sc_hd__buf_6, sky130_fd_sc_hd__buf_4, sky130_fd_sc_hd__buf_2</td></tr>
<tr><td>Fraction of layout instances using a drive strength above 1</td><td>72.5%</td></tr>
<tr><td>Flip-flop and latch count</td><td>0</td></tr>
<tr><td>Total of clock buffers placed in the layout</td><td>0</td></tr>
<tr><td>Relative area change from synthesis to final layout</td><td>138%</td></tr>
<tr><td>Final Util</td><td>40.6%</td></tr>
<tr><th colspan="2">STA</th></tr>
<tr><td>Total negative setup slack</td><td>-0.732 ns</td></tr>
<tr><td>Period Utilization, post-route</td><td>109%</td></tr>
<tr><td>Final critical delay including setup and external delays</td><td>1.52 ns</td></tr>
<tr><td>Worst setup slack after layout</td><td>-0.121 ns</td></tr>
<tr><td>Maximum frequency from static timing analysis</td><td>657 MHz</td></tr>
<tr><td>RSZ-0062 raised after global routing</td><td>true</td></tr>
<tr><td>Final setup violation count</td><td>14</td></tr>
<tr><td>Fin. max-slew vios</td><td>0</td></tr>
<tr><td>Final Hold Viols</td><td>0</td></tr>
<tr><th colspan="2">Logic synthesis</th></tr>
<tr><td>Area figure in the yosys stat output</td><td>582 um2</td></tr>
<tr><td>AND-OR/OR-AND Cells, Area Fraction</td><td>29.9%</td></tr>
<tr><td>Cell Area, Synth</td><td>582 um2</td></tr>
<tr><td>Cell taking the most area after synthesis</td><td>sky130_fd_sc_hd__buf_4</td></tr>
<tr><td>Area fraction in and, or, nand and nor cells after synthesis</td><td>23.7%</td></tr>
<tr><td>Number of cells in Yosys stat</td><td>85</td></tr>
<tr><td>Mean instance size in the synthesized netlist</td><td>6.84 um2</td></tr>
<tr><td>Xor-xnor portion of the synthesized cell area</td><td>0%</td></tr>
<tr><td>Top cells by area</td><td>sky130_fd_sc_hd__buf_4, sky130_fd_sc_hd__ha_1, sky130_fd_sc_hd__buf_6</td></tr>
<tr><td>Mux share</td><td>5.16%</td></tr>
<tr><td>Distinct cell type count of the synthesized netlist</td><td>27</td></tr>
<tr><td>Total number of yosys warnings</td><td>1</td></tr>
<tr><td>Biggest combinational cell group after synthesis</td><td>AND-OR/OR-AND gates</td></tr>
<tr><td>Instance tally after logic synthesis</td><td>85</td></tr>
<tr><td>Adders+Majority by Area</td><td>12.9%</td></tr>
<tr><td>Sequential-to-total area share from yosys stat</td><td>0%</td></tr>
<tr><td>Yosys top cell area share</td><td>12.9%</td></tr>
<tr><th colspan="2">Placement</th></tr>
<tr><td>Quantity of I/O buffers inserted on ports</td><td>29</td></tr>
<tr><td>Routability-driven placement congestion ratio</td><td>0.801</td></tr>
<tr><td>Placement Cell Area</td><td>951 um2</td></tr>
<tr><td>Placement-stage worst setup slack</td><td>-0.964 ns</td></tr>
<tr><td>Inst Count DP</td><td>165</td></tr>
<tr><td>DP Wirelength</td><td>1630 um</td></tr>
<tr><th colspan="2">Outcome</th></tr>
<tr><td>Violated checks</td><td>negative setup slack</td></tr>
<tr><td>Run status</td><td>finished, violations left</td></tr>
<tr><th colspan="2">Die</th></tr>
<tr><td>Overall die area</td><td>0.00640 mm2</td></tr>
<tr><td>Fp util</td><td>17.0%</td></tr>
<tr><td>Number of rows in the core area</td><td>21</td></tr>
<tr><td>IO Pins</td><td>40</td></tr>
<tr><td>Die span in x</td><td>80 um</td></tr>
<tr><td>Area inside the core boundary</td><td>0.00342 mm2</td></tr>
<tr><td>Die extent in y</td><td>80 um</td></tr>
<tr><th colspan="2">Worst setup path</th></tr>
<tr><td>Biggest cell delay along the critical path</td><td>0.17 ns</td></tr>
<tr><td>Worst Setup Path Type</td><td>input pin to output port</td></tr>
<tr><td>Sort of element at the start of the critical path</td><td>input pin</td></tr>
<tr><td>Worst Path Buf+Inv</td><td>6</td></tr>
<tr><td>Cell breakdown of the critical path</td><td>buf_8 &gt; buf_6 &gt; buf_12 &gt; ha_4 &gt; buf_6 &gt; nand2_4 &gt; buf_6 &gt; o31ai_2 &gt; buf_2</td></tr>
<tr><td>Highest fanout seen on the critical path</td><td>5</td></tr>
<tr><td>Cell type of the slowest stage on the worst timing path</td><td>sky130_fd_sc_hd__ha_4</td></tr>
<tr><td>Critical Path Sink Type</td><td>output port</td></tr>
<tr><td>Data arrival time of the worst path</td><td>1.24 ns</td></tr>
<tr><td>Required time reported for the critical path endpoint</td><td>1.12 ns</td></tr>
<tr><td>Top cell family by delay on the critical path</td><td>buffers and inverters</td></tr>
<tr><td>Most used cell, CP</td><td>sky130_fd_sc_hd__buf_6</td></tr>
<tr><th colspan="2">Pwr</th></tr>
<tr><td>VDD IR max</td><td>0.165 mV</td></tr>
<tr><td>Pwr/cell area</td><td>291 mW/mm2</td></tr>
<tr><td>Leakage</td><td>0.657 nW</td></tr>
<tr><th colspan="2">Run</th></tr>
<tr><td># Max-Cap Violations</td><td>0</td></tr>
<tr><td>Tool warning count</td><td>42</td></tr>
<tr><th colspan="2">Global route</th></tr>
<tr><td>Wire length of the first global-routing pass</td><td>4030 um</td></tr>
<tr><td>Total GRT Usage</td><td>7.55%</td></tr>
<tr><td>Vias in the first global route</td><td>846</td></tr>
<tr><td>Largest net degree at the start of global routing</td><td>15</td></tr>
<tr><td>Overflow after GRT</td><td>0</td></tr>
<tr><td>Antenna violations before repair</td><td>0</td></tr>
<tr><th colspan="2">CTS</th></tr>
<tr><td>CTS Hold Bufs</td><td>0</td></tr>
<tr><th colspan="2">Drt</th></tr>
<tr><td>WL final</td><td>2640 um</td></tr>
<tr><td>Length of the first detailed-routing pass in iterations</td><td>4</td></tr>
<tr><td>Antenna diode count</td><td>0</td></tr>
<tr><td>Via/cell ratio</td><td>4.16</td></tr>
<tr><td>First DRT Iteration DRCs</td><td>19</td></tr>
<tr><td>Antenna-violating nets left</td><td>0</td></tr>
<tr><td>DRC violation count after routing</td><td>0</td></tr>
<tr><td>Average wire per cell in the routed design</td><td>13.5 um</td></tr>
<tr><td>Vias</td><td>811</td></tr>
<tr><th colspan="2">Hold path</th></tr>
<tr><td>Hold crit path type</td><td>input pin to output port</td></tr>
</table>
## cells in the mapped netlist
library cell,n
sky130_fd_sc_hd__conb_1,2
sky130_fd_sc_hd__nand2_2,1
sky130_fd_sc_hd__ha_1,6
sky130_fd_sc_hd__o21ai_1,6
sky130_fd_sc_hd__buf_6,5
sky130_fd_sc_hd__buf_4,10
sky130_fd_sc_hd__inv_2,2
sky130_fd_sc_hd__a211oi_1,1
sky130_fd_sc_hd__a32o_1,1
sky130_fd_sc_hd__o311ai_2,1
sky130_fd_sc_hd__nor2_4,1
sky130_fd_sc_hd__inv_1,5
sky130_fd_sc_hd__o31ai_2,2
sky130_fd_sc_hd__mux2i_1,3
sky130_fd_sc_hd__and3_1,1
sky130_fd_sc_hd__a22oi_1,1
sky130_fd_sc_hd__o21ai_0,1
sky130_fd_sc_hd__and3b_1,1
sky130_fd_sc_hd__and2b_4,1
sky130_fd_sc_hd__nand3_1,1
sky130_fd_sc_hd__nor2b_1,3
sky130_fd_sc_hd__a21oi_1,11
sky130_fd_sc_hd__o32ai_1,1
sky130_fd_sc_hd__nor2_1,6
sky130_fd_sc_hd__and2b_1,2
sky130_fd_sc_hd__a2bb2oi_1,1
sky130_fd_sc_hd__nand2_1,9
## where the power goes
group	leakage, nW	internal, mW	switching, mW
registers	0	0	0
clock network	0	0	0
logic	0.657	0.237	0.167
## cells by family (layout without fill, tap and decap cells)
family / after synthesis / after routing
AOI/OAI and AO/OA: 26 / 26
and+or+nand+nor: 26 / 26
buffers and inverters: 22 / 80
adders and majority gates: 6 / 6
muxes: 3 / 3
other: 2 / 8
## final timing paths
check	slack, ns	endpoint	start	cells past startpoint
worst min-delay path	0.87	instruction[13]	addr[6]	3
worst max-delay path	-0.12	instruction[20]	addr[3]	9
## metrics by stage
step                      hold slack (ns)  power (mW)
final                               0.867       0.404
after global routing                0.892       0.439
after CTS                           0.873       0.365
after detailed placement             1.63       0.280
after global placement               1.64       0.280
after floorplan                     0.641       0.135
## worst min-delay path: stages
cell and delay [ns]:
sky130_fd_sc_hd__buf_6 0.11, sky130_fd_sc_hd__o32ai_2 0.09, sky130_fd_sc_hd__buf_2 0.11
## metal layers
metal | wire length [um] | global-route usage (%) | share of wire [%]
met5 | 0 | 0 | 0
met3 | 107 | 1.48 | 4.1
met2 | 1350 | 14.4 | 51
met1 | 1150 | 8.57 | 43
met4 | 32 | 0.704 | 1.2
## what timing repair did
| action | in CTS | in global routing |
|---|---|---|
| cloned | 1 | 0 |
| pin swaps | 19 | 18 |
| buffers inserted | 23 | 7 |
| resized | 132 | 26 |
| setup endpoints to repair | 24 | 16 |
## layout make-up
type                            count  area, um2  area share [%]
Inverter                            7       37.5            2.71
Multi-Input combinational cell     69        628            45.3
Tap cell                           46       57.6            4.15
Timing Repair Buffer               73        664            47.9
Power and IR drop assume default switching activity.
