==> flow/design.v <==
`timescale 1ns / 1ps
module ALU(
           input    [31:0]      A_in, B_in,          
           input    [3:0]       ALU_Sel,             
           output   [31:0]      ALU_Out,             
           output   reg         Carry_Out,          
           output               Zero,                
           output   reg         Overflow = 1'b0      
           );
    reg [31:0] ALU_Result;
    reg [32:0] temp;
    reg [32:0] twos_com;  
    assign ALU_Out  =   ALU_Result;              
    assign Zero     =   (ALU_Result == 0);       
    always @(*)
        begin 
            Overflow    =   1'b0;
            Carry_Out   =   1'b0;
            case(ALU_Sel)
                4'b0000:     
                    ALU_Result = A_in & B_in;
                4'b0001:     
                    ALU_Result = A_in | B_in;
                4'b0010:     
                    begin
                        ALU_Result = $signed(A_in) + $signed(B_in);
                        temp = {1'b0, A_in} + {1'b0, B_in};
                        Carry_Out = temp[32];
                        if ((A_in[31] & B_in[31] & ~ALU_Out[31])    |
                            (~A_in[31] & ~B_in[31] & ALU_Out[31]))
                                Overflow = 1'b1;
                        else
                            Overflow = 1'b0;
                    end
                4'b0110:     
                    begin
                        ALU_Result = $signed(A_in) - $signed(B_in);
                        twos_com = ~(B_in) + 1'b1;
                        if ((A_in[31] & twos_com[31] & ~ALU_Out[31])    |
                            (~A_in[31] & ~twos_com[31] & ALU_Out[31]))
                                Overflow = 1'b1;
                        else
                            Overflow = 1'b0;
                    end
                4'b0111:     
                    ALU_Result = ($signed(A_in) < $signed(B_in)) ? 32'd1:32'd0;
                4'b1100:     
                    ALU_Result = ~(A_in | B_in);
                4'b1111:     
                    ALU_Result = (A_in == B_in) ? 32'd1:32'd0;
                default: ALU_Result = A_in + B_in;
            endcase
        end
endmodule
==> flow/run.sh <==
#!/bin/bash
# OpenROAD 26Q1-2900-gdf79404cd8, Yosys 0.63+post, stock flow scripts
make -C /OpenROAD-flow-scripts/flow DESIGN_CONFIG=/design/flow/config.mk WORK_HOME=/design/flow/orfs finish
==> flow/config.mk <==
export PLATFORM = sky130hd
export DESIGN_NAME = ALU
export DESIGN_NICKNAME = ALU
export VERILOG_FILES = /design/flow/design.v
export SDC_FILE = /design/flow/constraint.sdc
export NUM_CORES = 4
export LEC_CHECK = 1
export CORE_UTILIZATION = 30
==> flow/constraint.sdc <==
current_design ALU

set clk_period 19.6
set clk_io_pct 0.2

create_clock -name clk0 -period $clk_period

set non_clock_inputs [all_inputs -no_clocks]
set_input_delay [expr $clk_period * $clk_io_pct] -clock clk0 $non_clock_inputs
set_output_delay [expr $clk_period * $clk_io_pct] -clock clk0 [all_outputs]
==> summary.rpt <==
PHYSICAL IMPLEMENTATION REPORT
----------------------------------------------------
[Power and ir drop]
  Worst vdd rail ir drop ........................ 0.0000125 V
  Total leakage power ........................ 3.04 nW
  Overall Power ........................ 240 uW
  Pwr Density ........................ 32.5 mW/mm^2

[Cells and area]
  Register area ........................ 0 sq um
  Layout cell share with drive strength beyond 1 ........................ 5.64%
  Most numerous logic cell after layout ........................ sky130_fd_sc_hd__clkdlybuf4s50_1
  Count of clock-net buffers in the final layout ........................ 0
  Post-route cell area ........................ 0.00739 sq mm
  Area delta synth->final ........................ 18.7%
  Number of standard cells in the layout, taps in and fillers out ........................ 1245
  Multi-input logic area ........................ 0.00556 sq mm
  Flops ........................ 0
  Filler Cell Count ........................ 2171
  Top cells excl fill/tap ........................ 103 x sky130_fd_sc_hd__clkdlybuf4s50_1, 96 x sky130_fd_sc_hd__inv_1, 96 x sky130_fd_sc_hd__ha_1

[Floorplanning]
  Die footprint ........................ 0.0213 sq mm
  Top-level I/O count ........................ 103
  Initial Utilization ........................ 30.7%
  Die outline height ........................ 146 um
  Site row count ........................ 52
  Core box area ........................ 0.0203 sq mm
  Width of the die ........................ 146 um

[Synthesis]
  Synth mux share ........................ 2.81%
  Adder share ........................ 19.9%
  Seq/Total Area, Yosys ........................ 0%
  Yosys stat area ........................ 0.00623 sq mm
  Post-synthesis xor/xnor area fraction ........................ 0.985%
  Yosys synthesis warning count ........................ 1
  Summed instance area of the synthesized netlist ........................ 0.00623 sq mm
  Simple-Gate Area Share ........................ 21.2%
  Synthesized area per cell ........................ 6.76 sq um
  Instance tally after logic synthesis ........................ 921
  Yosys Instances ........................ 921
  Dominant kind of combinational cell ........................ AND-OR/OR-AND gates
  Tally of unique sky130hd cells used after synthesis ........................ 95
  Ao+oa area frac ........................ 44.5%

[Timing]
  Final Hold Fails ........................ 0
  Worst slew margin relative to its limit ........................ 25.6%
  Final Slew Violations ........................ 0
  Peak Freq ........................ 76.1 MHz
  Final-layout setup total negative slack ........................ 0 ns
  Post-route minimum period ........................ 13.14 ns
  Final critical-path share of the clock period ........................ 67.0%
  Unrepaired setup endpoints after global routing ........................ no
  Transition at the pin with the smallest max-transition slack ........................ 1.11 ns
  Total of endpoints with negative setup slack in the final report ........................ 0

[Setup path]
  Endpoint type of the worst setup path ........................ primary output
  Critical path peak fanout ........................ 5
  Maximum cell stage delay along the critical path ........................ 0.51 ns
  Data required time of the critical path ........................ 15.68 ns
  Path type of the worst setup path ........................ input pin to primary output
  Critical Path, Cell by Cell ........................ clkdlybuf4s50_1 > ha_1 > fa_1 > a21o_1 > a221o_1 > a211oi_1 > nor2_1 > a221o_1 > a22o_1 > a211oi_1 > nand4bb_1 > or4_1 > or4_1 > nor4b_2 > clkdlybuf4s50_1
  Startpoint type of the worst setup path ........................ input pin
  Largest delay share family, worst path ........................ AND-OR/OR-AND gates
  Worst path buffer plus inverter count ........................ 2
  Highest-delay cell along the critical path ........................ sky130_fd_sc_hd__clkdlybuf4s50_1
  Critical path arrival ........................ 9.22 ns

[Global routing]
  Vias in the first global route ........................ 6966
  GR Overflow Total ........................ 0
  GRT Total Usage ........................ 24.6%
  Largest net degree at the start of global routing ........................ 42
  Initial antenna violation count ........................ 0
  First-pass GRT wire length ........................ 40800 um

[Detailed routing]
  Post-DR wirelength/cell ........................ 21.1 um
  Number of antenna repair diodes ........................ 0
  Post-detailed-routing wire length ........................ 26300 um
  Final routed DRC violation total ........................ 0
  Number of nets with antenna violations after routing ........................ 0
  Initial DRC count ........................ 701
  Detail-routed via count per cell ........................ 6.02
  DR vias ........................ 7494
  Initial DRT Pass Iterations ........................ 5

[Placed design]
  Routability congestion estimate from global placement ........................ 0.992
  DPL Wire Length ........................ 20800 um
  Placed Instance Area ........................ 0.00739 sq mm
  Cell Count Post-Placement ........................ 1245
  Count of port buffers added during placement ........................ 103

[Min path]
  Type of the worst min-delay path ........................ input pin to primary output

[Clock network]
  Post CTS Setup Buffer Count ........................ 0
  Number of buffers inserted for hold repair after clock tree synthesis ........................ 0
  Number of resized instances in the post-cts repair step ........................ 0

[Run]
  Maxcap violations ........................ 0
  Number of warnings in the stage logs ........................ 96

[Outcome]
  Run status ........................ complete, no violations

----------------------------------------------------
-- cell usage after synthesis, types with 4 or more instances --
| library cell | n | area share (%) |
|---|---|---|
| sky130_fd_sc_hd__ha_1 | 96 | 19 |
| sky130_fd_sc_hd__inv_1 | 96 | 5.8 |
| sky130_fd_sc_hd__a21oi_1 | 89 | 7.2 |
| sky130_fd_sc_hd__nor2_1 | 70 | 4.2 |
| sky130_fd_sc_hd__nand2_1 | 56 | 3.4 |
| sky130_fd_sc_hd__o21ai_0 | 36 | 2.9 |
| sky130_fd_sc_hd__clkbuf_1 | 32 | 1.9 |
| sky130_fd_sc_hd__a22oi_1 | 26 | 3.1 |
| sky130_fd_sc_hd__nor3_1 | 25 | 2.0 |
| sky130_fd_sc_hd__o31ai_1 | 20 | 2.4 |
| sky130_fd_sc_hd__o22ai_1 | 18 | 1.8 |
| sky130_fd_sc_hd__a21o_1 | 17 | 2.0 |
| sky130_fd_sc_hd__o221ai_1 | 17 | 2.4 |
| sky130_fd_sc_hd__nor4_1 | 15 | 1.5 |
| sky130_fd_sc_hd__a211oi_1 | 13 | 1.6 |
| sky130_fd_sc_hd__mux2i_1 | 13 | 2.1 |
| sky130_fd_sc_hd__nand2b_1 | 13 | 1.3 |
| sky130_fd_sc_hd__nand3_1 | 13 | 1.0 |
| sky130_fd_sc_hd__o211ai_1 | 13 | 1.6 |
| sky130_fd_sc_hd__a221oi_1 | 12 | 1.7 |
| sky130_fd_sc_hd__nand4_1 | 12 | 1.2 |
| sky130_fd_sc_hd__a221o_1 | 11 | 1.8 |
| sky130_fd_sc_hd__buf_2 | 11 | 0.88 |
| sky130_fd_sc_hd__o21bai_1 | 11 | 1.3 |
| sky130_fd_sc_hd__a22o_1 | 10 | 1.4 |
| sky130_fd_sc_hd__buf_1 | 10 | 0.60 |
| sky130_fd_sc_hd__a31oi_1 | 8 | 0.80 |
| sky130_fd_sc_hd__and2_1 | 7 | 0.70 |
| sky130_fd_sc_hd__o21ai_1 | 7 | 0.56 |
| sky130_fd_sc_hd__a211o_1 | 6 | 0.84 |
| sky130_fd_sc_hd__o21a_1 | 6 | 0.72 |
| sky130_fd_sc_hd__o22a_1 | 6 | 0.84 |
| sky130_fd_sc_hd__or3_1 | 6 | 0.60 |
| sky130_fd_sc_hd__xnor2_1 | 6 | 0.84 |
| sky130_fd_sc_hd__buf_6 | 5 | 0.90 |
| sky130_fd_sc_hd__nor2b_1 | 5 | 0.50 |
| sky130_fd_sc_hd__o311ai_0 | 5 | 0.70 |
| sky130_fd_sc_hd__o31a_1 | 5 | 0.70 |
| sky130_fd_sc_hd__a311oi_1 | 4 | 0.56 |
| sky130_fd_sc_hd__a31o_2 | 4 | 0.56 |
| sky130_fd_sc_hd__and3_1 | 4 | 0.40 |
| sky130_fd_sc_hd__or2_2 | 4 | 0.40 |
| sky130_fd_sc_hd__or4_1 | 4 | 0.48 |
-- routing by layer --
metal	part of all wire (%)	vias up	GRT usage [%]
li1	-	3591	-
met1	45	3488	35.1
met3	8.7	48	4.43
met4	3.1	0	6.51
met2	44	367	38.1
met5	0	-	0
-- final timing paths --
path	from	to	slack (ns)	cells after the start
max	B_in[0]	Zero	6.46	15
min	A_in[31]	Overflow	9.10	5
-- where the power goes --
part,switching (mW),internal [mW],total (mW)
sequential,0,0,0
combinational,0.138,0.102,0.240
clock,0,0,0
-- layout make-up --
class | count | share of cell area [%]
multi-input cells | 761 | 75.2
repair buffers | 115 | 15.2
well taps | 270 | 4.57
inverters | 99 | 5.03
-- stage by stage --
step | utilization [%] | hold WS, ns | setup slack [ns]
floorplan | - | 8.02 | 8.25
global placement | 36.4 | 9.08 | 6.55
detailed placement | 36.4 | 9.09 | 6.50
CTS | 36.4 | 9.10 | 6.49
global route | 36.4 | 9.17 | 6.32
finish | 36.4 | 9.10 | 6.46
-- kinds of logic (layout without fill, tap and decap cells) --
logic type	Yosys count	in the layout
AOI/OAI and AO/OA	383	383
xor gates and xnor gates	7	7
adders and majority gates	98	98
buffers and inverters	160	214
muxes	17	17
and+or+nand+nor	256	256
No activity file was given, so power comes from the tool's default toggle rates.
